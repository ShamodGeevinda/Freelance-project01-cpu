==> /design/flow/design.v <==
`timescale 1ns / 1ps
module test(
 input button1,
 input button2, 
 input  button3,
 input button4,
 input clk, 
 input button,
 output reg [6:0] led_out,
 output reg [3:0] A_Act
);
  reg [15:0]outnum=0000; 
  reg [25:0] count_25ms;
  reg [3:0] seg_a;
  reg [3:0] seg_b;
  reg [3:0] seg_c;
  reg [3:0] seg_d;
  reg [1:0] level; 
  reg [6:0] seg_display [0:9];
  reg[1:0]x;
  reg  xnew=0;
 reg buttonnew;
 integer count = 0;
 integer delay = 650000;  
initial begin
      seg_display[0] = 7'b1000000;
      seg_display[1] = 7'b1111001;
      seg_display[2] = 7'b0100100;
      seg_display[3] = 7'b0110000;
      seg_display[4] = 7'b0011001;
      seg_display[5] = 7'b0010010;
      seg_display[6] = 7'b0000010;
      seg_display[7] = 7'b1111000;
      seg_display[8] = 7'b0000000;
      seg_display[9] = 7'b0010000;
end
 always @(posedge clk) begin
    if (button != xnew) begin
      xnew <= button;
      count <= 0;
    end else if (count == delay) begin
      buttonnew <= xnew;
    end else begin
      count <= count + 1;
    end
  end
  always @(posedge buttonnew) begin
      if (x == 0) begin
        outnum <= 9625;
        x <= x + 1;
      end else if (x == 1) begin
        outnum <= 9224;
        x <= x + 1;
      end else if (x == 2) begin
        outnum <= 9756;
        x <= x + 1;
      end else if (x == 3) begin
        outnum <= 9186;
        x<=0;
      end
  end
always @(posedge clk) begin
    count_25ms <= count_25ms + 1;
    if (count_25ms == 500000) begin
        count_25ms <= 0;  
        if (level == 4'b11) begin
            level <= 0;  
        end else begin
            level <= level+ 1;
        end
    end
end
always @(*) begin
seg_a <= outnum / 1000;                 
seg_b <= (outnum % 1000) / 100;         
seg_c <= ((outnum % 1000)%100)/10;
seg_d <= ((outnum % 1000)%100)%10;
    if (level == 2'b00) begin
        A_Act = 4'b0111; 
        led_out=seg_display[seg_a];
    end
    else if (level == 2'b01) begin
        A_Act = 4'b1011; 
        led_out=seg_display[seg_b];
    end
    else if (level == 2'b10) begin
         A_Act = 4'b1101;  
         led_out=seg_display[seg_c];
    end
    else if (level == 2'b11) begin
         A_Act = 4'b1110; 
         led_out =seg_display[seg_d]; 
    end
  end
endmodule
==> /design/flow/run.sh <==
#!/bin/bash
# OpenROAD 26Q1-2900-gdf79404cd8, Yosys 0.63+post, stock flow scripts
make -C /OpenROAD-flow-scripts/flow DESIGN_CONFIG=/design/flow/config.mk WORK_HOME=/design/flow/orfs finish
==> /design/flow/config.mk <==
export PLATFORM = sky130hd
export DESIGN_NAME = test
export DESIGN_NICKNAME = test
export VERILOG_FILES = /design/flow/design.v
export SDC_FILE = /design/flow/constraint.sdc
export NUM_CORES = 4
export LEC_CHECK = 1
export CORE_UTILIZATION = 40
==> /design/flow/constraint.sdc <==
current_design test

set clk_period 8.7
set clk_io_pct 0.2

create_clock -name clk0 -period $clk_period [get_ports {clk}]

set non_clock_inputs [all_inputs -no_clocks]
set_input_delay [expr $clk_period * $clk_io_pct] -clock clk0 $non_clock_inputs
set_output_delay [expr $clk_period * $clk_io_pct] -clock clk0 [all_outputs]
==> results.txt <==
Latest figures from synthesis and place and route.

Checking max transition, the worst relative margin is between 40% and 50%. Summed over all cells, the static leakage comes to around 2.4 nW. The worst clock skew is 5.792 ps.

The buffer count from post-CTS setup fixing is 0. Per the synthesis report, the dominant area consumer among library cells is dfxtp_1. After detailed routing, the average wire length per cell comes to ~14 um. Per the layout area report, the register area comes to roughly 0.0017 mm2. The worst-case vdd ir drop is about 0.17 mV. In this run, post-CTS repair resized a total of 0 instances. The total cell area reported by yosys after synthesis is approximately 0.006 mm2.

The DRC violation count after routing is 0. For this run the top cell type by instance count after synthesis was nor2_1. The maximum buffer depth of the clock tree is 2.

After filler insertion, the fill cell instance count of the layout stands at about 1400. The transition at the pin with the smallest max-transition slack is approximately 900 ps. In this run the full chip footprint comes out at about 0.016 mm2. The number of design-rule violations left by the first detailed-router iteration is roughly 270. The port buffer count is 12.

The multi-input gate area in the final layout is between 0.004 and 0.005 mm2. In the final layout, the share of cells above drive strength 1 is under 10%. In the Yosys stats the netlist draws on 105 distinct library cells. The average cell area after synthesis is ~8.2 um2. Per the post-CTS timing run, clock transition at the registers of the reported paths is around 50 ps. The category of the most critical setup path is reg -> reg.

The area overhead of the layout relative to synthesis is 7.488%. The overall global routing resource usage is between 10% and 20%. Of the total power, the clock network draws between 40 and 50%. The final max-slew violation count recorded for this run is 0.

For reference, the top cells by count after synthesis are nor2_1 (90), dfxtp_1 (66), nand2_1 (49). The pin count of the biggest net entering global routing is 35.

The number of register pins that no clock reaches is 21. The global placement routability congestion is between 0.9 and 1. Per the synthesis report, the single largest cell type by area occupies 21.55% of cell area. In this run the vertical extent of the chip is 125.8 um. For reference, the critical path cell chain is inv_1 > ha_1 > nand4_1 > or4_1 > nand2_1 > nor2_1 > nand2_1 > nor2_1 > and3_1 > inv_1 > nor2_1 > nand3_1 > xor2_1 > nor2_1.

The most repeated library cell on the critical path is nor2_1. The switching part of the total is 20.82%. The worst min-delay path class is reg -> reg.

The setup violation total in the final timing report is 0. The placed wire-length estimate is between 9000 and 10000 um. Looking at the critical path, the single cell with the biggest stage delay is dfxtp_1. For this run, the script counts the antenna cells in the layout as 0. 34 endpoints have no timing constraint. TritonCTS built the clock tree. The clock latency of the later-clocked register in the worst-skew pair is ~320 ps. The smallest clock period supported by the final layout is computed as ~2800 ps. On the final layout, the worst hold slack is ~470 ps. The sequential fraction of design power is between 40% and 50%. The via count is between 5000 and 6000. The finished cells cover roughly 0.0066 mm2. The data arrival time reported for the critical path is 3050 ps.

Across all stage logs, warnings added up to ~47. In this run the number of H-tree levels came out at 3. The number of hold-repair buffers added at the cts stage is 0.

The synthesized design contains 6 enable-type register cells. The internal portion of the total power is between 0.4 and 0.5 mW. The critical path buffer and inverter count is 2. The largest delay contributor family on the critical path is simple AND/OR/NAND/NOR gates.

The remaining global-route overflow is 0. For this run, the slowest stage of the critical path takes approximately 410 ps. The ratio of total power to cell area is roughly 95 mW/mm2.

The synthesis report lists the most area-consuming cells as dfxtp_1 (22%), nor2_1 (5.5%), ha_1 (5.3%). The synthesized cell area is ~0.0061 mm2. The via count of the first global-routing pass was 4900. Based on the critical path, the design can be clocked at up to 351.6 MHz. The aggregate negative setup slack is 0 ps. The maximum fanout encountered on the critical timing path is 7. The count of nets left with antenna violations once routing finished came out at 0. The final hold violation count is 0. The max-cap violation count is 0.

The wire length of the first global-routing pass is ~23000 um. Setup repair after global routing left no endpoint under its margin. The initial core utilization is 41.56%. The cell chosen for the clock root is clkbuf_16.

The boundary pin count is 17. Dividing the detail-routed via count by the number of cells gives approximately 5.8. The horizontal die dimension is around 130 um. The required time of the critical path is between 8000 and 9000 ps. The placeable core region is ~0.015 mm2. The placement-stage cell area is about 0.0063 mm2. The cell count after synthesis is approximately 750. After synthesis, the design contains roughly 750 cells according to Yosys.

The wire length recorded after detailed routing is 13020 um. The worst setup path is captured at a flop. Dividing the final minimum period by the clock period gives about a third.

The startpoint type of the worst setup path is a flop. The combinational group share of total power is roughly 2.9%. For this run, the number of Yosys warnings is 1. The initial antenna violation count was 0. The number of buffers created by CTS is 9. The synthesis stat section lists a flop and latch total of 83. The proportion of register bits with asynchronous set or reset after synthesis is 0%.

The run finished with clean final reports. The dominant register cell in the synthesized netlist is dfxtp_1. In the log, the iteration count for the first detailed-route pass is 7.

The floorplan has 44 rows. The analysis attributes to net switching a power of roughly 0.13 mW.
-- cell usage in the layout (no fill, tap or decap), drive strengths merged, types with 7 or more instances in the layout --
cell type,netlist,routed
a211oi,9,9
a21o,7,7
a21oi,38,38
a31oi,11,11
and3,19,19
clkbuf,9,15
clkdlybuf4s50,0,12
dfxtp,66,66
dlxtn,11,11
ha,26,26
inv,32,32
mux2i,11,11
nand2,50,50
nand3,39,39
nand4,13,13
nor2,93,93
nor3,22,22
nor4,8,8
nor4b,8,8
o211ai,11,11
o21a,8,8
o21ai,32,32
or2,7,7
or3,13,13
or4,7,7
xnor2,35,35
xor2,24,24
-- final timing paths --
| check | from | to | slack, ps | depth (start not counted) |
|---|---|---|---|---|
| worst max-delay path | count[0]$_SDFFE_PP0N_ | count[31]$_SDFFE_PP0N_ | 5860 | 14 |
| worst min-delay path | count_25ms[25]$_SDFF_PN0_ | count_25ms[25]$_SDFF_PN0_ | 470 | 1 |
| worst max register to register | count[0]$_SDFFE_PP0N_ | count[31]$_SDFFE_PP0N_ | 5860 | 14 |
| worst min register to register | count_25ms[25]$_SDFF_PN0_ | count_25ms[25]$_SDFF_PN0_ | 470 | 1 |
-- layer usage --
metal,up-vias,global-route usage (%),part of all wire (%),wire length (um)
met4,0,2.835,1.8,238
met3,20,1.861,3.5,460
met5,-,0,0,0
li1,2780,-,-,-
met1,2501,25.62,50,6526
met2,119,27.52,44,5791
-- power by group through the flow --
stage	logic (mW)	registers [mW]	clock network (mW)
4_1_cts	0.0187	0.297	0.319
6_report	0.0185	0.297	0.314
5_1_grt	0.0214	0.297	0.330
-- area by class of cell --
type	instances	area share [%]
clock buffer	15	3.910
clock inverter	1	0.07593
inverter	32	1.822
multi-input combinational	604	63.36
sequential	83	25.28
tap	184	3.493
timing repair buffer	14	2.050
-- through the flow --
stage          instances  setup WS (ps)  power (mW)  util (%)
3_3_place_gp         917           5613      0.3205     42.89
6_report             933           5856      0.6289     44.67
3_5_place_dp         917           5592      0.3207     42.89
4_1_cts              933           5849      0.6342     44.67
2_1_floorplan        746           6001      0.3146         -
5_1_grt              933           5601      0.6488     44.67
-- sequential cells by signal (all words and copies together) (netlist names) --
name	flops
x	2
xnew	1
A_Act	4
buttonnew	1
outnum	8
count	32
count_25ms	26
led_out	7
level	2
-- cell families after synthesis --
logic type      Yosys count  synth area share (%)
buf+inv                  59                 4.836
fa+ha+maj                27                 5.489
xor+xnor                 59                 8.549
latches                  11                 2.693
simple gates            313                 27.28
compound gates          189                 23.95
mux                      16                 2.714
flops                    72                 24.48
No activity file was given, so power comes from the tool's default toggle rates.
